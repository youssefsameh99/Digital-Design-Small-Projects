### flow/run.sh
#!/bin/bash
# OpenROAD 26Q1-2900-gdf79404cd8, Yosys 0.63+post, stock flow scripts
make -C /OpenROAD-flow-scripts/flow DESIGN_CONFIG=/design/flow/config.mk WORK_HOME=/design/flow/orfs finish
### flow/config.mk
export PLATFORM = sky130hd
export DESIGN_NAME = mod10_counter
export DESIGN_NICKNAME = mod10_counter
export VERILOG_FILES = /design/flow/design.v
export SDC_FILE = /design/flow/constraint.sdc
export NUM_CORES = 4
export LEC_CHECK = 1
export CORE_AREA = 10 10 70 70
export DIE_AREA = 0 0 80 80
### flow/constraint.sdc
current_design mod10_counter

set clk_period 1.3
set clk_io_pct 0.2

create_clock -name clk0 -period $clk_period [get_ports {clk}]

set non_clock_inputs [all_inputs -no_clocks]
set_input_delay [expr $clk_period * $clk_io_pct] -clock clk0 $non_clock_inputs
set_output_delay [expr $clk_period * $clk_io_pct] -clock clk0 [all_outputs]
### flow/design.v
module mod10_counter(
    input clk , rst,
    output reg clk_div10_out
);
reg [3:0]count;
always@(posedge clk or posedge rst) begin
    if(rst) begin
    clk_div10_out <= 0;
    count <= 0;
    end
    else begin
        if (count == 4 || count == 9) begin
            clk_div10_out <= ~clk_div10_out;
        end
        if(count == 9) begin
            count <= 0;
        end
        else count <= count + 1;
    end
end
endmodule
==> GITHUB_STEP_SUMMARY <==
### Yosys + OpenROAD results

| Metric | Value |
|---|---|
| Run status | `completed` |
| Site row count | `21` |
| Critical path arrival | `about 1.4 ns` |
| Most used standard cell by instance count after synthesis | `dfrtp_1` |
| Unrepaired setup endpoints after global routing | `no` |
| Static power due to leakage | `roughly 0.12 nW` |
| Gate count after technology mapping | `20` |
| Yosys chip area | `around 220 um^2` |
| Floorplan die width | `80 um` |
| Fraction of layout instances using a drive strength above 1 | `0.2414` |
| Met3 wire len | `about 19 um` |
| Leading post-synthesis cells by cell area | `dfrtp_1 57%, inv_1 5.1%, nand2_1 5.1%, a22o_2 4.6%, mux2i_1 4.6%` |
| Share of async-settable or async-resettable flops after synthesis | `1.000` |
| Setup TNS | `0 ns` |
| Final Wtd Congestion | `approximately 0.67` |
| Worst Reg2Reg Path Length in Cells | `3` |
| Share of total power in combinational logic | `0.018` |
| Total routed wire length on the met1 layer | `around 170 um` |
| Area growth from synthesis to final layout | `57.14%` |
| Area fraction in mux cells | `0.04571` |
| Register share after synthesis | `0.5714` |
| Remaining design rule violation count | `0` |
| Top routing layer used | `met4` |
| Switching share of power | `0.1917` |
| Class of the tightest hold or removal check | `input pin to asynchronous set/reset pin` |
| Routed vias | `170` |
| First-pass iteration count of the detailed router | `2` |
| Number of setup violations in the final report | `0` |
| Hold violation total from the final report | `0` |
| Gr usage total | `0.01184` |
| Leftover overflow at the end of global routing | `0` |
| Worst rel slew slack | `0.8356` |
| Final HPWL from detailed placement | `roughly 280 um` |
| Peak clock frequency supported by timing | `about 830 MHz` |
| Power share of the sequential group | `0.459` |
| Setup crit end kind | `register` |
| Average wire per standard cell | `roughly 5.3 um` |
| Summed instance area of the synthesized netlist | `about 220 um^2` |
| Ao+oa area frac | `0.1257` |
| Final Cycle Share | `0.9299` |
| Clk buf depth | `2` |
| Clk_skew | `roughly 0.00067 ns` |
| Post-Place Cells | `70` |
| Top fanout value on the critical path | `2` |
| Largest family of logic cells by area | `AND-OR/OR-AND gates` |
| Switching power total | `around 0.065 mW` |
| Largest type area fraction | `0.5714` |
| Required time reported for the critical path endpoint | `about 1.5 ns` |
| Capturing instance or port of the critical path | `clk_div10_out$_DFFE_PP0P_` |
| Io pins | `3` |
| Pins Over Slew Limit | `0` |
| Die boundary height | `~80 um` |
| Most frequent cells after synthesis | `5 x dfrtp_1, 3 x inv_1, 3 x nand2_1, 2 x o21ai_0` |
| Total met2 wirelength after detailed routing | `190 um` |
| Total internal power | `around 0.27 mW` |
| Largest net degree at the start of global routing | `7` |
| Startpoint of the worst register-to-register path | `count[1]$_DFF_PP0_` |
| Maximum Capacitance Violations | `0` |
| FP Util | `0.06410` |
| Late-Pin Clk Latency | `about 0.24 ns` |
| Number of buffers created by CTS | `3` |
| Number of clock sinks seen by CTS | `5` |
| Global-route wire length before repair | `roughly 660 um` |
| Count of library flops with an enable pin | `0` |
| Simple-gate share of the synthesized area | `0.1257` |
| Post-Layout Cell Count | `75` |
| Antenna violations before repair | `0` |
| Worst setup slack for register-to-register paths | `between 0.09 and 0.1 ns` |
| Synthesis-stage register bit count | `5` |
| Dominant register cell in the synthesized netlist | `dfrtp_1` |
| Clock-pin slew on the worst setup and hold paths | `~0.04 ns` |
| Average instance area after synthesis | `between 10 and 15 um^2` |
| Post-synthesis cell count from yosys | `20` |
| FA/HA/MAJ Cells, Area Fraction | `0` |
| Max rail drop VDD | `approximately 0.00019 V` |
| Syn. warnings | `1` |
| Number of antenna repair diodes | `0` |
| Routed via count divided by cell count | `2.267` |
| Number of OpenROAD warnings | `25` |
| Terminus of the critical flop-to-flop path | `clk_div10_out$_DFFE_PP0P_` |
| Drt first-iter violations | `13` |
| Kind of critical path | `register to register` |
| Number of nets still failing antenna checks after routing | `0` |
| Beginning of the critical path | `count[1]$_DFF_PP0_` |
| Xor/xnor share | `0.08000` |
| Core region area | `approximately 3400 um^2` |
| Kind of start point of the critical path | `register` |
| Number of distinct library cell variants in the gate-level netlist after synthesis | `11` |
| Count of buffers from port buffering | `2` |
| Buffer cell driving the clock tree root | `clkbuf_4` |
| Floorplan die area | `between 6000 and 7000 um^2` |
| Power Density | `~990 nW/um^2` |
| Number of levels the H-tree was split into | `1` |
| CTS tree | `yes` |
| Worst Tran Pin Value | `0.2445 ns` |
| Tmin final | `between 1 and 1.5 ns` |
| Clock network fraction of total power | `0.523` |
| Via count of the first global-routing pass | `approximately 170` |
| Total Wirelength | `between 300 and 400 um` |
| Yosys top cell by area | `dfrtp_1` |
-- state kept, by name, indices dropped and copies added, names as in the netlist --
signal,cells
clk_div10_out,1
count,4
-- final cells by class --
cell class / count / area (um^2)
fillers: 397 / 3072
flip-flops and latches: 5 / 125.1
multi-input cells: 12 / 82.58
well taps: 46 / 57.56
repair buffers: 5 / 41.29
clock buffers: 4 / 26.28
inverters: 3 / 11.26
-- worst min-delay path by stage --
| stage | start | endpoint | slack, ns |
|---|---|---|---|
| after global routing | rst | count[2]$_DFF_PP0_ | 0.26 |
| after CTS | rst | count[3]$_DFF_PP0_ | 0.23 |
| final | rst | count[1]$_DFF_PP0_ | 0.22 |
-- stage by stage --
stage          instance area (um^2)  power [mW]  utilization  hold slack, ns  setup slack (ns)
2_1_floorplan                 219.0      0.1610            -         0.03852           0.06904
3_3_place_gp                  311.5      0.1645      0.09121          0.4606            0.1029
3_5_place_dp                  311.5      0.1650      0.09121          0.4680           0.09239
4_1_cts                       344.1      0.3454       0.1007          0.2299           0.07798
5_1_grt                       344.1      0.3568       0.1007          0.2569           0.03117
6_report                      344.1      0.3401       0.1007          0.2196           0.09110
-- kinds of logic after synthesis --
group / after synthesis
simple gates: 5
compound gates: 4
flops: 5
buf+inv: 3
xor+xnor: 2
mux: 1
-- per-layer routing --
layer,GRT usage,vias up
li1,-,84
met1,0.01673,81
met2,0.01605,3
met3,0.002273,2
met4,0.007042,0
met5,0,-
-- cell usage in the layout (no fill, tap or decap) --
cell             count
a22o_2               1
buf_4                3
clkbuf_1             1
clkbuf_4             3
clkdlybuf4s50_1      1
dfrtp_1              5
dlygate4sd2_1        1
inv_1                3
mux2i_1              1
nand2_1              3
nand2b_1             1
o21ai_0              2
o31ai_1              1
or4b_1               1
xnor2_1              1
xor2_1               1
-- repair_timing --
action                                  in CTS  in global routing
endpoints found under the setup margin       1                  0
hold buffers                                 0                  0
buffers inserted                             1                  0
resized                                      1                  0
-- critical path, cell delays in order, from the launching register on --
cell and delay [ns]:
dfrtp_1 0.36, or4b_1 0.51, o31ai_1 0.09, xor2_1 0.16
-- power groups by stage --
stage / Clock (mW) / Sequential, mW / Combinational, mW
4_1_cts: 0.183 / 0.156 / 0.00647
5_1_grt: 0.194 / 0.156 / 0.00717
6_report: 0.178 / 0.156 / 0.00598
No activity file was given, so power comes from the tool's default toggle rates.
