`flow/config.mk`:
```
export PLATFORM = sky130hd
export DESIGN_NAME = alu
export DESIGN_NICKNAME = alu
export VERILOG_FILES = /design/flow/design.v
export SDC_FILE = /design/flow/constraint.sdc
export NUM_CORES = 4
export LEC_CHECK = 1
export CORE_AREA = 10 10 98 98
export DIE_AREA = 0 0 108 108
```
`flow/constraint.sdc`:
```
current_design alu

set clk_period 4.9
set clk_io_pct 0.2

create_clock -name clk0 -period $clk_period [get_ports {clk}]

set non_clock_inputs [all_inputs -no_clocks]
set_input_delay [expr $clk_period * $clk_io_pct] -clock clk0 $non_clock_inputs
set_output_delay [expr $clk_period * $clk_io_pct] -clock clk0 [all_outputs]
```
`flow/design.v`:
```
module alu(
input [3:0] A,B,
input[1:0] opcode,
input rst,clk,
output reg [7:0] out
);
reg [3:0] A_reg;
reg [3:0] B_reg;
reg opcode_reg;
wire [7:0] alu_out;
always @(posedge clk or posedge rst) begin
    if(rst) begin
        A_reg <= 0;
        B_reg <= 0;
        opcode_reg <= 0;
    end
    else begin
        A_reg <= A;
        B_reg <= B;
        opcode_reg <= opcode;
    end    
end
assign alu_out = (opcode == 2'b00) ? (A_reg + B_reg) : (opcode == 2'b01) ? (A_reg * B_reg) : (opcode == 2'b10) ? (A_reg | B_reg) : (A_reg & B_reg);
always @(posedge clk or posedge rst) begin
    if(rst) begin
        out <= 0;
    end
    else begin
        out <= alu_out ;
    end    
end
endmodule
```
`flow/run.sh`:
```
#!/bin/bash
# OpenROAD 26Q1-2900-gdf79404cd8, Yosys 0.63+post, stock flow scripts
make -C /OpenROAD-flow-scripts/flow DESIGN_CONFIG=/design/flow/config.mk WORK_HOME=/design/flow/orfs finish
```
==> metrics.csv <==
metric,value,unit
hp-class,flop to flop,
finalClockPeriodUsage,0.5566,
crit_path_cell_trace,nand2_1 -> fa_1 -> inv_1 -> fa_1 -> fa_1 -> a21o_1 -> a21oi_1 -> xor2_1 -> nor2_1,
synthTopCellsByCount,"ha_1 (20), inv_1 (18), dfrtp_1 (16)",
crit_arrival,2850,ps
hold_buffers,0,
drt_iter0_markers,47,
startpoint_type,flop,
max_freq,366.6,MHz
grt_pass1_wl,3684,microns
clkTransAtPathRegs,60,ps
vias,771,
drt_first_pass_iters,3,
drv_cap,0,
largest_reg_flops,8,
wire_per_inst,9.765,microns
worstHoldStart,B_reg[0],
numCtsBuffers,3,
placed_cells,226,
startpoint,B_reg[3],
io_buffers,19,
htree_levels,1,
post_cts_buffers,0,
avgSynthCellArea,10.72,sq um
worst_path_max_delay_cell,fa_1,
track_usage,0.03935,
die_area,11660,sq um
pin_count,20,
fill_cells,818,
first_global_vias,768,
ys_top_cells_by_area,"dfrtp_1 (35%), ha_1 (22%), fa_1 (8.7%), inv_1 (5.9%), mux4_2 (5.9%)",
leakage,0.7102,nW
overflow,0,
fin_util,0.1975,
max-slew-margin-rel,0.5839,
core_area,7647,sq um
skew,2.897,ps
cts_resized,0,
area_delta_synth_final,31.63,%
ys_chip_area,1147,sq um
path_delay_family,adder cells,
numSynthFlops,16,
num_rows,32,
diodes,0,
worst_pin_slew,623.5,ps
antenna_found_initial,0,
final_cells,230,
antenna_left,0,
regArea,400.4,sq um
drc,0,
edf_count,0,
ys_types,24,
largest_area_cell,dfrtp_1,
warnings,29,
r2r_start,B_reg[3],
finalSetupViolCount,0,
synthArstFlopShare,1.000,
path_max_fanout,3,
synth_area,1147,sq um
rsz0062_at_grt,false,
cpMostUsedCell,fa_1,
drv_slew,0,
grt_max_degree,17,
hold_path_depth,3,
clkLatencyLatePin,250,ps
path_buffers,1,
clkSinkCount,16,
ys_cells,107,
totalWireLength,2246,microns
period_needed,2728,ps
yosys_warnings,1,
yosysMostFrequentCell,ha_1,
die_height,108,microns
p_per_area,239.0,nW/um^2
required,5030,ps
syn_inst,107,
status,finished clean,
top_cell_area_share,0.3490,
clock-root-buffer,clkbuf_8,
fp.dieW,108,microns
finalHoldViolations,0,
irDropWorstVdd,0.1026,mV
clockBufferDepth,2,
p_total,360.9,uW
ys_dominant_reg_cell,dfrtp_1,
ys_seq_share,0.3490,
crit_type,flop to flop,
fp_util,0.1500,
finalSetupTns,0,ps
hpwl,1931,microns
crit_path_max_incr_delay,530,ps
hold_ws,703.7,ps
ff2ff_path_depth,9,
crit_cells,9,
cts_tree,built,
routabilityCongestion,0.8309,
end_kind,flop,
drt-vias-per-instance,3.352,
drive_above_1_share,0.06250,
combGateArea,669.4,sq um
==> final timing paths <==
check | to | slack, ps
max | out[6] | 2170
min | out[0] | 700
max reg2reg | out[6] | 2170
min reg2reg | out[0] | 700
max in group asynchronous | out[0] | 3380
min in group asynchronous | out[7] | 1110
==> cell type report <==
cell class | instances | share of cell area
well taps | 102 | 0.08451
repair buffers | 19 | 0.1259
multi-input cells | 71 | 0.4432
inverters | 18 | 0.04474
flip-flops and latches | 16 | 0.2651
clock buffers | 4 | 0.03645
==> logic make-up after synthesis <==
family / synth area share
fa+ha+maj: 0.3053
simple gates: 0.09379
buf+inv: 0.06761
flops: 0.3490
compound gates: 0.07742
mux: 0.07633
xor+xnor: 0.03054
==> tightest hold or removal path, delay by kind of cell, from the launching register on <==
kind / cells / cell delay, ps
simple gates: 1 / 60
compound gates: 1 / 70
flops: 1 / 350
fa+ha+maj: 1 / 190
==> placed cells by master, fill, tap and decap left out, drive strengths merged <==
cell type	count
a211oi	2
a21o	3
a21oi	3
a221oi	1
clkbuf	4
clkdlybuf4s50	19
dfrtp	16
fa	5
ha	20
inv	18
mux2i	2
mux4	3
nand2	5
nand2b	1
nor2	12
nor2b	1
nor3	3
nor3b	1
nor4b	1
o21ai	3
o311ai	1
xnor2	3
xor2	1
==> per-layer routing <==
layer,vias to the layer above,track usage,routed length [microns]
li1,395,-,-
met1,359,0.05483,1020
met2,15,0.06121,1034
met3,2,0.01084,146
met4,0,0.005725,45
met5,-,0,0
==> power by group <==
group	internal [mW]	leakage, nW	total [mW]	switching (mW)
Sequential	0.143	0.195	0.147	0.00422
Clock	0.0712	0.0288	0.116	0.0452
Combinational	0.0546	0.487	0.0974	0.0427
==> through the flow <==
stage,area [sq um],setup WS [ps]
finish,1510,2173
floorplan,1147,2272
detailed placement,1455,2170
global route,1510,2022
CTS,1510,2168
global placement,1455,2187
No activity file was given, so power comes from the tool's default toggle rates.
