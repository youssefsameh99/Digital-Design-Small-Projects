File: flow/run.sh
#!/bin/bash
# OpenROAD 26Q1-2900-gdf79404cd8, Yosys 0.63+post, stock flow scripts
make -C /OpenROAD-flow-scripts/flow DESIGN_CONFIG=/design/flow/config.mk WORK_HOME=/design/flow/orfs finish
File: flow/config.mk
export PLATFORM = sky130hd
export DESIGN_NAME = four_bit_RippleCounter
export DESIGN_NICKNAME = four_bit_RippleCounter
export VERILOG_FILES = /design/flow/design.v
export SDC_FILE = /design/flow/constraint.sdc
export NUM_CORES = 4
export LEC_CHECK = 1
export CORE_AREA = 10 10 70 70
export DIE_AREA = 0 0 80 80
File: flow/constraint.sdc
current_design four_bit_RippleCounter

set clk_period 1.0
set clk_io_pct 0.2

create_clock -name clk0 -period $clk_period [get_ports {clk}]

set non_clock_inputs [all_inputs -no_clocks]
set_input_delay [expr $clk_period * $clk_io_pct] -clock clk0 $non_clock_inputs
set_output_delay [expr $clk_period * $clk_io_pct] -clock clk0 [all_outputs]
File: flow/design.v
module four_bit_RippleCounter (
    input clk, rstn,
    output [3:0] out
);
    wire [3:0] q, qbar;
    D_FF ff0 (
        .d(qbar[0]),
        .rstn(rstn),
        .clk(clk),
        .q(q[0]),
        .qbar(qbar[0])
    );
    genvar i;
    generate
        for (i = 1; i < 4; i = i + 1) begin : dff_chain
            D_FF ff (
                .d(qbar[i]),
                .rstn(rstn),
                .clk(q[i-1]),
                .q(q[i]),
                .qbar(qbar[i])
            );
        end
    endgenerate
    assign out = qbar; 
endmodule
module D_FF(
    input d, rstn, clk,
    output reg q,qbar
);
always @ (posedge clk or negedge rstn) begin
    if (!rstn) begin
        q <= 0;
        qbar <= 1;
    end
    else begin
        q <= d;
        qbar <= ~d;
    end
end
endmodule
==> results_slide.txt <==
Run Summary

Synth
  • Cells in synth_stat.txt: 15
  • Multiplexer share: 0
  • Chip Area, Yosys: approximately 230 um^2
  • Post-Synthesis Cell Area: ~230 um^2
  • Adder Area Share: 0
  • Simple-Gate Fraction of Synth Area: 0
  • Synth Seq Share: 0.800
  • Top non-seq family: buffers and inverters
  • Avg Cell Area, Syn: 15.0 um^2
  • Yosys reg bits: 7
  • Xor+xnor area frac: 0
  • Cell count after synthesis: 15
  • Complex Gates by Area: 0
  • Synthesis Warnings: 1
  • Cell Type Count: 4

Critical path
  • Critical path class: flop to primary output
  • Max stage delay on crit path: between 0.5 and 0.6 ns
  • Crit path required time: roughly 0.80 ns
  • Worst-path maximum fanout: 3
  • Crit path launch type: flop
  • CP Capture Type: primary output
  • WP buf/inv: 1
  • Crit-path cells: buf_2
  • Top delay family on crit path: flip-flops
  • Critical path arrival: ~0.85 ns
  • Slowest stage cell, crit path: dfstp_2

Final layout
  • Final Cell Area: between 300 and 400 um^2
  • Top Layout Cells: inv_1 (4), dfstp_2 (4), clkdlybuf4s50_1 (4)
  • Share of layout cells above drive strength 1: 0.429
  • Combinational gates: 0
  • Combinational Area: 0 um^2
  • Area growth from synthesis to layout: 47.2%

Floorplanning
  • Die height: 80 um
  • Ports: 6
  • Die Size: approximately 6400 um^2
  • Die Wd: approximately 80 um
  • Rows: 21
  • Fp_density: 0.0659
  • Core Area: ~3400 um^2

Drt
  • DRC Markers: 0
  • Vias per cell: 1.66
  • Post-route ant nets: 0
  • Antenna Cells: 0
  • WL/cell: roughly 5.3 um
  • Total wire length: roughly 360 um
  • Iteration-0 DRC Markers: 0
  • TritonRoute pass-1 iters: 1
  • Vias: 111

Global route
  • All-Layer GR Usage: 0.0135
  • M1 GR Usage: 0.0162
  • GR peak layer: met3
  • GRT met3 Usage: 0.0193
  • Initial antenna violation count: 0
  • Total congestion overflow: 0
  • Largest net degree at the start of global routing: 6
  • Vias in the first global route: between 100 and 150
  • First-pass GRT wire length: 641 um
  • GR Util met2: 0.0112

Final timing
  • Final worst slack: -0.0504 ns
  • Worst Tran Pin Value: approximately 0.13 ns
  • Endpoints left unconstrained: 8
  • Final period util: 1.05
  • Post-layout min period: 1.05 ns
  • Worst clock skew: 0.00873 ns
  • RSZ-0062 raised after global routing: true
  • Final hold violation count: 0
  • Setup violations, final: 1
  • Total Neg Setup Slack: -0.0504 ns
  • Slew HR: 0.911
  • Hold_ws: about 0.15 ns
  • Slew Viols, Final: 0
  • Register pins left without a clock: 5
  • Max Freq: about 0.95 GHz

Job
  • Count of max-cap constraint violations: 0
  • Log Warnings: 27

Clock tree
  • TritonCTS Buffers: 3
  • Clock latency (worst-skew pair): roughly 0.23 ns
  • H-tree levels: 1
  • CTS resizes: 3
  • Worst-path clk slew: 0.04 ns
  • Max clock buf depth: 2
  • Postcts setup bufs: 0
  • Cts hold-fix bufs: 0
  • Root Driver: clkbuf_4
  • CTS tree: built

Status
  • Status: complete, but fails checks
  • Failing checks: negative setup slack

Power
  • Worst vdd ir: about 0.16 mV
  • P per Cell Area: between 800 and 900 nW/um^2
  • Pleak: about 0.00011 uW

Place
  • IO Port Bufs: 5
  • GP Congestion: between 0.7 and 0.8
  • Placed inst area: 310 um^2
  • Final HPWL from detailed placement: 289 um

Hold path
  • Hold Path Class: primary input to async pin
==> power breakdown <==
| group | total [uW] | internal, uW | switching (uW) |
|---|---|---|---|
| clock network | 201 | 149 | 52.7 |
| registers | 82.5 | 82.5 | 0 |
| logic | 11.5 | 5.97 | 5.50 |
==> path summary, 6_finish.rpt <==
check                          from  cells after the start  slack [ns]  endpoint
max                        ff0.qbar                      1       -0.05    out[0]
min in group clk0          ff0.qbar                      0        0.40     ff0.q
max reg2reg                ff0.qbar                      1        0.36  ff0.qbar
max in group asynchronous      rstn                      1        0.62  ff0.qbar
min                            rstn                      1        0.15     ff0.q
min reg2reg                ff0.qbar                      0        0.40     ff0.q
==> synthesized netlist by cell type <==
master / n / area, um^2
buf_4: 4 / 30.0
dfstp_2: 4 / 105
inv_1: 4 / 15.0
dfrtp_1: 3 / 75.1
==> layer usage <==
metal  routed length (um)  share of wire  vias up
met2                   85           0.24        8
met5                    0              0        -
met1                  169           0.47       52
met3                   97           0.27        2
met4                    4          0.011        0
li1                     -              -       49
==> per-stage QoR <==
| stage | setup WS (ns) | utilization | total power [uW] | cells |
|---|---|---|---|---|
| 2_1_floorplan | 0.206 | - | 83.4 | 15 |
| 6_report | -0.0504 | 0.0971 | 295 | 67 |
| 3_5_place_dp | -0.201 | 0.0908 | 95.0 | 63 |
| 5_1_grt | -0.0937 | 0.0971 | 324 | 67 |
| 3_3_place_gp | -0.204 | 0.0908 | 94.6 | 63 |
| 4_1_cts | -0.0686 | 0.0971 | 308 | 67 |
==> state kept, by name, indices dropped and copies added (netlist names) <==
signal	flops
dff_chain.ff.q	2
ff0.q	1
dff_chain.ff.qbar	3
ff0.qbar	1
==> area by class of cell <==
cell class            instances  area (um^2)
Clock buffer                  4         26.3
Fill cell                   400         3080
Inverter                      4         15.0
Sequential cell               7          180
Tap cell                     46         57.6
Timing Repair Buffer          6         52.6
==> cells by family after synthesis <==
logic type             after synthesis
buffers and inverters                8
DFF                                  7
Power and IR drop assume default switching activity.
